$ cat design/flow/run.sh
#!/bin/bash
# OpenROAD 26Q1-2900-gdf79404cd8, Yosys 0.63+post, stock flow scripts
make -C /OpenROAD-flow-scripts/flow DESIGN_CONFIG=/design/flow/config.mk WORK_HOME=/design/flow/orfs finish
$ cat design/flow/config.mk
export PLATFORM = sky130hd
export DESIGN_NAME = vga_800x600
export DESIGN_NICKNAME = vga_800x600
export VERILOG_FILES = /design/flow/design.v
export SDC_FILE = /design/flow/constraint.sdc
export NUM_CORES = 4
export LEC_CHECK = 1
export CORE_UTILIZATION = 30
$ cat design/flow/constraint.sdc
current_design vga_800x600

set clk_period 4.1
set clk_io_pct 0.2

create_clock -name clk0 -period $clk_period [get_ports {clk}]

set non_clock_inputs [all_inputs -no_clocks]
set_input_delay [expr $clk_period * $clk_io_pct] -clock clk0 $non_clock_inputs
set_output_delay [expr $clk_period * $clk_io_pct] -clock clk0 [all_outputs]
$ cat design/flow/design.v
module vga_800x600(input wire clk,
input wire clr,
output reg hsync,
output reg vsync,
output reg [10:0] PixelX,
output reg [10:0] PixelY,
output reg vidon
    );
parameter TotalHorizontalPixels = 11'd800;
parameter HorizontalSyncWidth = 11'd96;
parameter VerticalSyncWidth = 11'd2;
parameter TotalVerticalLines = 11'd525;
parameter HorizontalBackPorchTime = 11'd144 ;
parameter HorizontalFrontPorchTime = 11'd784 ;
parameter VerticalBackPorchTime = 11'd35 ;
parameter VerticalFrontPorchTime = 11'd515;
reg VerticalSyncEnable;
reg [10:0] HorizontalCounter;
reg [10:0] VerticalCounter;
always @(posedge clk or posedge clr)
begin
	if(clr == 1)
		HorizontalCounter <= 0;
	else
		begin
			if(HorizontalCounter == TotalHorizontalPixels - 1)
				begin  
					HorizontalCounter<=0;
					VerticalSyncEnable <= 1;
				end
			else
				begin 
					HorizontalCounter<=HorizontalCounter+1; 
					VerticalSyncEnable <=0;
				end
		end
end
always @(*)
begin
	if((HorizontalCounter<HorizontalSyncWidth))
		hsync = 1;
	else
		hsync = 0;
end
always @(posedge clk or posedge clr)
begin
	if(clr == 1)
		VerticalCounter<=0;
	else
	begin
		if(VerticalSyncEnable == 1)
			begin
				if(VerticalCounter==TotalVerticalLines-1)
					VerticalCounter<=0;
				else
					VerticalCounter<=VerticalCounter+1;
			end
	end
end
always @(*)
begin
	if(VerticalCounter < VerticalSyncWidth)
		vsync = 1;
	else
		vsync = 0;
end
always @(posedge clk)
begin
	if((HorizontalCounter<HorizontalFrontPorchTime) && (HorizontalCounter>HorizontalBackPorchTime) && (VerticalCounter<VerticalFrontPorchTime) && (VerticalCounter>VerticalBackPorchTime))
		begin
			vidon <= 1;
			PixelX<= HorizontalCounter - HorizontalBackPorchTime;
			PixelY<= VerticalCounter - VerticalBackPorchTime;
		end
	else
		begin
			vidon <= 0;
			PixelX<=0;
			PixelY<=0;
		end
end
endmodule
==> out/results.ini <==
[routing]
totalWireLength_mm=3.845
routed_via_density=4.769
drc=0
diodes=0
drt_iter0_markers=104
dr_total_vias=1488
first_pass_iters=4
wire_per_inst_um=12.32
ant_nets=0

[worst_setup_path]
r2r_cells=6
start_kind=flip-flop
ff2ff_setup_slack_ns=1.98
cp.arrival_ns=2.17
cp_cell_sequence=nor4_1 -> and2_1 -> nor4b_1 -> clkdlybuf4s50_1
crit_type=reg2out
slowest_delay_ns=0.53
cp-end-kind=output port
cp_max_fo=11
r2r_start=VerticalCounter[0]$_DFFE_PP0P_
r2r-end=PixelX[7]$_SDFF_PN0_
critical_path_required_ns=3.28
slowest_stage=clkdlybuf4s50_1

[global_routing]
met3_usage_pct=1.678
gr-usage-met1_pct=18.01
grt_max_degree=24
antenna_found_initial=0
grt.busiest_layer=met1
gr-total-overflow=0
grt_pass1_wl_mm=6.603
track_usage_pct=11.29
grt_pass1_vias=1389
grt_use_met2_pct=17.09

[clocking]
h-tree-depth=2
cts_tree=yes
post-cts-setup-buffers=0
cts_root_buf=clkbuf_8
clockBufferDepth=2
path_clk_slew_ns=0.08
insertion_delay_ns=0.30
cts.sinks=46
cts_buffers=5
cts_hold_buf=0
cts_resized=0

[final_layout]
layout_top_cell=clkdlybuf4s50_1
mostFrequentLayoutCells=clkdlybuf4s50_1, dfxtp_1, dfrtp_1
area_growth_syn_to_layout_pct=19.23
drive_gt1_share_pct=6.034

[pwr]
powerDensity_mw_per_mm2=433.5
power.leakage_nw=1.008
vdd_drop_max_mv=0.2078

[yosys]
area_leaders=dfrtp_1, dfxtp_1, xnor2_1
synth_flops=46
yosysWarnings=1
syn_inst=211
yosys.stat.chipArea_mm2=0.002088
async_reset_ff_share_pct=47.83
edf_count=1
synth.largest_area_cell=dfrtp_1
synth_cell_types=40
top_cell_area_share_pct=26.36
ys_cells=211
synthFlopType=dfxtp_1
syn-cell-area_mm2=0.002088
avgSynthCellArea_um2=9.897
postSynthSeqShare_pct=49.85

[timing]
hold_ws_ns=0.5071
fmax_mhz=334.1
hold_violations=0
relSlewSlack_pct=63.14
skew_ns=0.008461
worst_slew_pin_slew_ns=0.5509
finalSetupViolCount=0
finalClockPeriodUsage_pct=72.99
finalCriticalPeriod_ns=2.993
tns_ns=0
rsz0062_at_grt=false
slew_violations=0

[die]
die_h_um=85.43
boundaryPins=27
core_area_mm2=0.006756
fp.dieW_um=85.43
chip_area_mm2=0.007298
rows=30
fp_util_pct=30.91

[placed_design]
port_buffers=26
dp_hpwl_mm=2.613
place.gp.congestion=0.8366

[status]
status=finished, final reports clean

[job]
tool_warnings=28
drv_cap=0

[worst_hold_path]
hold_path_depth=1
holdCritStartpoint=VerticalCounter[10]$_DFFE_PP0P_
hold_path_end=VerticalCounter[10]$_DFFE_PP0P_
min_path_type=reg2reg

## final cells by class
class                   instances  area (um2)
fillers                       663        4267
flip-flops and latches         46        1041
multi-input cells             144       938.4
repair buffers                 29       282.8
well taps                      80       100.1
clock buffers                   5       68.82
clock inverters                 3       40.04
inverters                       5       18.77
## synthesized netlist by cell type (2+ instances only)
cell      number
a21oi_1        2
and3_1         7
buf_2          5
buf_6          3
clkbuf_1       7
dfrtp_1       22
dfxtp_1       23
ha_1           6
inv_1          5
nand2_1       14
nand3_1        5
nand4_1        8
nor2_1        19
nor2b_1        3
nor3_1        20
nor3b_1        5
nor4_1         5
nor4b_1        3
o21ai_0        2
xnor2_1       17
xor2_1        11
## report_power, final
part | internal (mW) | switching, mW
clock network | 0.179 | 0.147
registers | 0.477 | 0.0711
logic | 0.102 | 0.103
total | 0.758 | 0.321
## cells by family (layout without fill, tap and decap cells)
| family | count (synthesis) | in the layout | share of synthesized area, % |
|---|---|---|---|
| AND/OR/NAND/NOR | 94 | 94 | 23.55 |
| flip-flops | 46 | 46 | 49.85 |
| XOR/XNOR | 28 | 28 | 11.74 |
| buffers and inverters | 21 | 42 | 5.212 |
| AND-OR/OR-AND | 14 | 14 | 5.393 |
| adder cells (fa/ha/maj) | 6 | 6 | 3.595 |
| other | 1 | 1 | 0.1796 |
| multiplexers | 1 | 1 | 0.4793 |
## how the worst max path moves through the flow
stage	slack [ns]	cells past startpoint	to	from
global route	1.0	4	vsync	VerticalCounter[6]$_DFFE_PP0P_
finish	1.11	4	vsync	VerticalCounter[6]$_DFFE_PP0P_
CTS	1.11	4	vsync	VerticalCounter[4]$_DFFE_PP0P_
## sequential cells by signal (all words and copies together) (netlist names)
name / flops
VerticalSyncEnable: 1
VerticalCounter: 11
PixelX: 11
HorizontalCounter: 11
PixelY: 11
vidon: 1
## metal layers
metal | vias up | wire (um)
li1 | 758 | -
met1 | 694 | 1989
met2 | 29 | 1678
met3 | 7 | 111
met4 | 0 | 65
met5 | - | 0
## per-stage QoR
stage,std cells,instance area [um2],power (mW),util (%),setup slack [ns]
after floorplan,211,2088,0.7274,-,2.159
after global placement,304,2381,0.7611,35.24,1.446
after detailed placement,304,2381,0.7596,35.24,1.437
after CTS,312,2490,1.089,36.85,1.110
after global routing,312,2490,1.143,36.85,0.9992
final,312,2490,1.079,36.85,1.107
## worst max-delay path, delay by kind of cell (launching register included)
family | cells | cell delay, ns
simple gates | 3 | 0.84
buf+inv | 1 | 0.53
flops | 1 | 0.51
Power and IR drop assume default switching activity.
