### ./config.mk
export PLATFORM = sky130hd
export DESIGN_NAME = color
export DESIGN_NICKNAME = color
export VERILOG_FILES = /design/flow/design.v
export SDC_FILE = /design/flow/constraint.sdc
export NUM_CORES = 4
export LEC_CHECK = 1
export CORE_AREA = 10 10 70 70
export DIE_AREA = 0 0 80 80
### ./constraint.sdc
current_design color

set clk_period 1.0
set clk_io_pct 0.2

create_clock -name clk0 -period $clk_period [get_ports {clk}]

set non_clock_inputs [all_inputs -no_clocks]
set_input_delay [expr $clk_period * $clk_io_pct] -clock clk0 $non_clock_inputs
set_output_delay [expr $clk_period * $clk_io_pct] -clock clk0 [all_outputs]
### ./design.v
module color(
	input clk, 
    input [10:0] x_pos,
    input [10:0] y_pos,
    input [2:0] snake,
    output reg [2:0] red,
    output reg [2:0] green,
    output reg [1:0] blue
    );
	 always @ (posedge clk) begin
		if (snake == 'b000) begin
			red = 'b000;
			green = 'b000;
			blue = 'b00;
		end
		else if (snake == 'b001) begin
			red = 'b111;
			green = 'b000;
			blue = 'b00;
		end
		else if (snake == 'b010) begin
			red = 'b001;
			green = 'b000;
			blue = 'b11;
		end
		else if (snake == 'b011) begin
			red = 'b111;
			green = 'b111;
			blue = 'b00;
		end
		else if (snake == 'b100) begin
			red = 'b000;
			green = 'b111;
			blue = 'b00;
			end
	end
endmodule
### ./run.sh
#!/bin/bash
# OpenROAD 26Q1-2900-gdf79404cd8, Yosys 0.63+post, stock flow scripts
make -C /OpenROAD-flow-scripts/flow DESIGN_CONFIG=/design/flow/config.mk WORK_HOME=/design/flow/orfs finish
==> notes.md <==
Status on the layout run. The run finished with clean final reports. The timing report shows that the slowest cell on the worst path is sky130_fd_sc_hd__dfxtp_2. For this configuration, the core starts out at a cell density of under 10%. Stage delay of the slowest cell on the critical path landed at ~0.31 ns. Per the TritonCTS log, the buffer count is 3. After clock tree synthesis, the clock-pin slew on the worst setup and hold paths is approximately 0.04 ns. Total global routing track utilization landed at 1.99%. Logic depth along the worst register-to-register path is recorded as 2. Via count landed at 180.

Power spread over the standard cell area amounts to ~1400 nW/µm². 0 antenna diodes ended up in the layout. Share of layout cells above drive strength 1 landed at 45.5%. Dividing the synthesized area by the synthesized cell count gives 8.96 µm². The synthesized netlist occupies a cell area of between 150 and 200 µm². Count of instantiated cells in the yosys netlist landed at 19. The synthesized design spends more area on one cell type than any other, namely sky130_fd_sc_hd__dfxtp_1. In this run, synthesis inferred 0 flip-flops with an integrated enable. The critical path contains buffers and inverters numbering 2 combined. Achievable frequency landed at ~1.0 GHz.

Post-cts hold buffer count landed at 0. Note that the worst hold path type here is flop to flop. Looking at the setup timing report, the critical path kind is flop to primary output. By area the synthesized netlist is led by sky130_fd_sc_hd__dfxtp_1, sky130_fd_sc_hd__buf_4, sky130_fd_sc_hd__a21oi_1, sky130_fd_sc_hd__o31a_1, sky130_fd_sc_hd__a211oi_1. Area of the die landed at about 6400 µm². The first global-routing pass estimated between 900 and 1000 µm of wire.

Final wirelength landed at between 600 and 700 µm. Ratio of routed vias to standard cells landed at roughly 2.3. Number of hold-slack violations in the final timing report landed at 0. Per the detail_route report, DRC violations left total 0. Synthesis inferred 4 register bits. Number of buffers inserted by port buffering landed at 11.

Counting buffers and inverters, the worst setup path is 2 cells deep. Number of standard-cell rows in the floorplan landed at 21. STA classifies the critical path startpoint as a flop.

Per the post-route antenna check, the number of violating nets is 0. Number of clock sinks landed at 4. Sequential elements use between 40% and 50% of the synthesized area. Entering global routing, the biggest net connects 5 pins. Per STA, the startpoint of the critical path is green[1].

Total number of yosys warnings landed at 1. Setup repair after global routing could not meet its margin everywhere. End-of-flow core utilization landed at 10.5%.

For this run the aggregate overflow at the end of global routing stands at 0. The capture point of the worst register-to-register path is recorded as green[1]. Area figure in the yosys stat output landed at ~170 µm². Number of optimization iterations in the first detailed-route pass landed at 4. After routing the design area is about 360 µm². The floorplan report gives the top-level pin count as 34. Total number of warnings across the stage logs landed at between 40 and 50. Distinct cell type count after synthesis landed at 10. Across the VDD grid, the largest voltage drop is 0.000191 V.

TritonCTS built the clock tree. Routed length per placed instance landed at 7.85 µm. Required time of the critical path landed at ~0.80 ns. Synthesis produced 19 cells. Worst endpoint data arrival time landed at 0.76 ns.

The top cell type by area accounts for between 40% and 50% of the synthesized area. Per STA, the worst path is made up of buf_6, buf_6. The filler cells instantiated in the layout total just over 400. For the worst reg-to-reg path, the startpoint reported by OpenROAD is green[1].

Standard cell core area landed at about 3400 µm². The synthesis report names the predominant flop master as sky130_fd_sc_hd__dfxtp_1. H-tree depth landed at 1. Between the synthesized netlist and the finished layout, the area growth was recorded as 112%. Initial antenna violation count landed at 0. Area of placed instances landed at about 330 µm². The number of global-route vias before repair came to between 150 and 200. The smallest clock period supported by the final layout is computed as ~0.96 ns. For this run, asynchronously set or reset flops after synthesis account for 0%.

Clock skew on the completed layout was measured at 0 ns. The placement summary gives the final routability congestion estimate as 0.697. The leakage component of the power was reported as 0.152 nW. In this design, the largest share of critical-path delay is due to flip-flops. Transition time at the pin with the least slew margin landed at between 0.15 and 0.2 ns. In this run the worst path has a maximum fanout of 3.

Pins over their slew limit in the final report were tallied at 0. Ranked by instance count, the synthesized netlist is headed by sky130_fd_sc_hd__buf_4, sky130_fd_sc_hd__dfxtp_1, sky130_fd_sc_hd__a21oi_1. In this run the deepest clock path goes through 2 buffers. Detailed placement finished with a half-perimeter wire length of 491 µm.

Relative slew slack landed at 86.7%. The floorplan step set the die height to ~80 µm. The final critical path takes up between 90% and 100% of the cycle.

Number of violations reported at the end of detailed-routing iteration 0 landed at 4. Chip width landed at around 80 µm. The worst setup path is captured at a primary output. Clock latency on the worst-skew pair landed at approximately 0.23 ns. Per STA, the endpoint of the critical path is green[2]. The cell sitting at the root of the clock tree is a sky130_fd_sc_hd__clkbuf_4. Number of endpoints failing setup at the final stage landed at 0. Minimum setup slack among reg-to-reg paths landed at about 0.17 ns.

Per STA, the library cell used most along the worst path is sky130_fd_sc_hd__buf_6. In this run the maximum-capacitance check reported violations numbering 0.
## layer usage
metal	up-vias	global-route usage (%)	share of wire, %
met5	-	0	0
met2	11	3.45	54
met3	4	1.14	7.3
met4	0	1.23	5.8
li1	87	-	-
met1	78	1.73	33
## cells by family (layout without fill, tap and decap cells)
logic type	count (synthesis)	count (layout)	share of synthesized area [%]
simple gates	2	2	5.88
flops	4	4	47.1
compound gates	6	6	22.8
buf+inv	7	21	24.3
## cell usage in the layout, fill, tap and decap left out, drive strengths merged
| cell | count |
|---|---|
| inv | 3 |
| clkdlybuf4s15 | 4 |
| clkbuf | 5 |
| clkdlybuf4s50 | 3 |
| a21o | 1 |
| a21oi | 3 |
| buf | 6 |
| nor2b | 1 |
| o31a | 1 |
| nor2 | 1 |
| a211oi | 1 |
| dfxtp | 4 |
## flip-flops by register name, indices dropped and copies added (netlist names)
signal,count
blue,1
green,1
red,2
## worst min path at each step
stage	start	end	depth (start not counted)
after global routing	red[0]	red[0]	2
after CTS	red[0]	red[0]	2
final	red[0]	red[0]	2
## layout make-up
cell class	instances	area (µm²)	share of cell area, %
Clock buffer	3	22.5	6.25
Tap cell	46	57.6	16.0
Timing Repair Buffer	15	136	37.8
Multi-Input combinational cell	8	48.8	13.5
Sequential cell	4	83.8	23.3
Inverter	3	11.3	3.12
## worst reg2reg max path: stages, from the launching register on
cell and delay (ns):
sky130_fd_sc_hd__dfxtp_2 0.31, sky130_fd_sc_hd__buf_6 0.12, sky130_fd_sc_hd__o31a_1 0.29
## power breakdown
| part | internal [mW] | switching (mW) |
|---|---|---|
| clock | 0.134 | 0.0623 |
| combinational | 0.0733 | 0.0309 |
| sequential | 0.179 | 0.0111 |
| total | 0.386 | 0.104 |
## metrics by stage
step | TNS (ns) | std cells | hold slack, ns | setup WS [ns] | power [mW]
global placement | -0.669 | 75 | 0.444 | -0.162 | 0.296
global route | -0.0247 | 79 | 0.462 | -0.0128 | 0.544
floorplan | 0 | 19 | 0.295 | 0.311 | 0.221
CTS | -0.131 | 80 | 0.459 | -0.0683 | 0.509
detailed placement | -0.802 | 75 | 0.453 | -0.170 | 0.299
finish | 0 | 79 | 0.452 | 0.0416 | 0.491
## what timing repair did
item                       in CTS  in global routing
resized                        22                  5
setup endpoints to repair       8                  5
setup buffers                   2                  0
No activity file was given, so power comes from the tool's default toggle rates.
